==> /design/flow/design.v <==
`default_nettype none
module blinker(
    input wire[19:0] morse_code,
    input wire i_clk,
    input wire i_rst,
    input wire i_read,
    input wire i_s3,
    input wire i_s7,
    output wire LED_B,
    output reg ready
);
    wire blinker_clk;
    reg[19:0] blink_data;
    reg[2:0] space_count = 0;
    assign LED_B = blink_data[19];
    clock #(
        .MAX_COUNT(2999999),
        .COUNTER_WIDTH(22)
    ) blinker_clk_gen(
        .i_clk(i_clk),
        .i_rst(i_rst),
        .o_clk(blinker_clk)
    );
    always @ (posedge blinker_clk, posedge i_rst) begin
        if (i_rst) begin
            blink_data <= 0;
            ready <= 1;
        end else if (~ready) begin
            ready <= 0;
            blink_data <= blink_data << 1;
            space_count <= space_count + 1;
            if (i_s3 && space_count < 2) begin
                ready <= 0;
            end else if (i_s7 && space_count < 6) begin
                ready <= 0;
            end else if (~(blink_data[18] || blink_data[17])) begin
                ready <= 1;
            end
        end else if (i_read) begin
            blink_data <= morse_code;
            ready <= 0;
        end
    end
endmodule
`default_nettype none
module buffer(
    input wire i_clk,
    input wire i_rst,
    input wire [19:0] i_w_data,
    input wire i_r_next,
    output wire [19:0] o_r_data,
    output reg buff_warn
);
    integer i;
    reg [3:0] r_addr;
    reg [3:0] w_addr;
    reg [19:0] memory [10];
    assign o_r_data = memory[r_addr];
    always @ (posedge i_clk) begin
        buff_warn <= 0;
        if (i_rst) begin
            w_addr <= 0;
            for (i=0; i<10; i=i+1) memory[i] <= 0;
        end else if (i_w_data != memory[w_addr]) begin
            if (w_addr == 9) begin
                if (r_addr == 0) begin
                    buff_warn <= 0;
                end else begin
                    memory[0] <= i_w_data;
                    w_addr <= 0;
                end
            end else begin
                if (r_addr == w_addr + 1) begin
                    buff_warn <= 1;
                end else begin
                    memory[w_addr + 1] <= i_w_data;
                    w_addr <= w_addr + 1;
                end
            end
        end
    end
    always @ (posedge i_r_next) begin
        if (i_rst) begin
            r_addr <= 0;
        end else if (r_addr != w_addr) begin
            if (r_addr == 9) begin
                r_addr <= 0;
            end else begin
                r_addr <= r_addr + 1;
            end
        end
    end
endmodule
`default_nettype none
module clock #(
    parameter integer COUNTER_WIDTH = 13,
    parameter reg[COUNTER_WIDTH-1:0] MAX_COUNT = 624
) (
    input wire i_clk,
    input wire i_rst,
    output reg o_clk
);
    reg [COUNTER_WIDTH-1:0] counter;
    always @ (posedge i_clk, posedge i_rst) begin
        if (i_rst) begin
            counter <= 0;
            o_clk <= 0;
        end else if (counter == MAX_COUNT) begin
            counter <= 0;
            o_clk <= ~o_clk;
        end else begin
            counter <= counter + 1;
        end
    end
endmodule
`default_nettype none
module main (
    input wire clk,
    input wire RX,
    input wire[3:0] SW,  
    output wire LED_R,
    output wire LED_G,
    output wire LED_B
);
    wire LED_B_inv;
    wire LED_R_inv;
    wire uart_ready;
    wire blinker_ready;
    reg blinker_read;
    wire [7:0] rx_ascii;
    wire [19:0] morse_data;
    wire [19:0] morse_data_buff;
    assign LED_B = ~LED_B_inv;
    assign LED_R = ~LED_R_inv;
    assign LED_G = ~blinker_ready;
    receiver uart_rx(
        .i_clk(clk),
        .i_rx(RX),
        .i_rst(~SW[0]),
        .o_data(rx_ascii),
        .ready(uart_ready)
    );
    translator morse_trsltr (
        .in_ascii(rx_ascii),
        .out(morse_data)
    );
    buffer morse_buffer (
        .i_clk(clk),
        .i_rst(~SW[0]),
        .i_w_data(morse_data),
        .i_r_next(blinker_ready),
        .o_r_data(morse_data_buff),
        .buff_warn(LED_R_inv)
    );
    blinker morse_blinker (
        .morse_code(morse_data_buff),
        .i_clk(clk),
        .i_rst(~SW[0]),
        .i_read(blinker_ready),
        .i_s3(0),
        .i_s7(0),
        .LED_B(LED_B_inv),
        .ready(blinker_ready)
    );
endmodule
`default_nettype none
module receiver(
    i_clk,
    i_rx,
    i_rst,
    o_data,
    ready
);
    input wire i_clk;
    input wire i_rx;
    input wire i_rst;
    output reg ready;
    output reg[7:0] o_data;
    reg continue_rx;
    reg prev;
    reg rx_steady_val;
    reg [1:0] steady;
    reg[7:0] s_data;
    reg[3:0] bit_counter;
    wire baud_clk;
    wire internal_clk;
    clock #(
        .MAX_COUNT(78),
        .COUNTER_WIDTH(7)
    ) internal_clk_gen (
        .i_clk(i_clk),
        .i_rst(i_rst),
        .o_clk(internal_clk)
    );
    clock baud_gen(
        .i_clk(i_clk),
        .i_rst(i_rst),
        .o_clk(baud_clk)
    );
    always @ (posedge internal_clk) begin
        if (steady == 2'b11) begin
            rx_steady_val <= prev;
            steady <= 0;
        end else if (prev == i_rx) begin
            steady <= steady + 1;
        end else begin
            steady <= 0;
            prev <= i_rx;
        end
    end
    always @ (posedge baud_clk, posedge i_rst) begin
        if (i_rst) begin
            continue_rx <= 0;
            bit_counter <= 0;
            s_data <= 0;
            o_data <= 0;
            ready <= 0;
        end else if (continue_rx) begin
            if (bit_counter < 8) begin
                s_data <= {rx_steady_val, s_data[7:1]};
                bit_counter <= bit_counter + 1;
                ready <= 0;
            end else begin
                continue_rx <= 0;
                o_data <= s_data;
                ready <= 1;
            end
        end else if (~rx_steady_val) begin
            continue_rx <= 1;
            bit_counter <= 0;
            s_data <= 0;
            ready <= 0;
        end
    end
endmodule
`default_nettype none
module translator (
    input wire[7:0] in_ascii,
    output reg[19:0] out
);
    localparam reg [3:0] DASH = 4'b1110;
    localparam reg [1:0] DOT = 2'b10;
    always @ (in_ascii) begin
        casez (in_ascii)
            8'b00110000: out = { 5{DASH}};                           
            8'b00110001: out = { {1{DOT}}, {4{DASH}}, {2'b0} };      
            8'b00110010: out = { {2{DOT}}, {3{DASH}}, {4'b0} };      
            8'b00110011: out = { {3{DOT}}, {2{DASH}}, {6'b0} };      
            8'b00110100: out = { {4{DOT}}, {1{DASH}}, {8'b0} };      
            8'b00110101: out = { {5{DOT}}, {0{DASH}}, {10'b0} };     
            8'b00110110: out = { {1{DASH}}, {4{DOT}}, {8'b0} };      
            8'b00110111: out = { {2{DASH}}, {3{DOT}}, {6'b0} };      
            8'b00111000: out = { {3{DASH}}, {2{DOT}}, {4'b0} };      
            8'b00111001: out = { {4{DASH}}, {1{DOT}}, {2'b0} };      
            8'b01?00001: out = { DOT, DASH, 14'b0 };
            8'b01?00010: out = { DASH, {3{DOT}}, 10'b0 };
            8'b01?00011: out = { {2{DASH, DOT}}, 8'b0 };
            8'b01?00100: out = { DASH, {2{DOT}}, 12'b0};
            8'b01?00101: out = { DASH, 16'b0 };
            8'b01?00110: out = { {2{DOT}}, DASH, DOT, 10'b0 };
            8'b01?00111: out = { {2{DASH}}, DOT, 10'b0 };
            8'b01?01000: out = { {4{DOT}}, 12'b0 };
            8'b01?01001: out = { {2{DOT}}, 16'b0 };
            8'b01?01010: out = { DOT, {3{DASH}}, 6'b0 };
            8'b01?01011: out = { DASH, DOT, DASH, 10'b0 };
            8'b01?01100: out = { DOT, DASH, {2{DOT}}, 10'b0};
            8'b01?01101: out = { {2{DASH}}, 12'b0 };
            8'b01?01110: out = { DASH, DOT, 14'b0 };
            8'b01?01111: out = { {3{DASH}}, 8'b0 };
            8'b01?10000: out = { DOT, DASH, DASH, DOT, 8'b0 };
            8'b01?10001: out = { {2{DASH}}, DOT, DASH, 6'b0};
            8'b01?10010: out = { DOT, DASH, DOT, 12'b0 };
            8'b01?10011: out = { DOT, DOT, DOT, 14'b0 };
            8'b01?10100: out = { DASH, 16'b0 };
            8'b01?10101: out = { DOT, DOT, DASH, 12'b0 };
            8'b01?10110: out = { {3{DOT}}, DASH, 10'b0 };
            8'b01?10111: out = { DOT, DASH, DASH, 10'b0 };
            8'b01?11000: out = { DASH, DOT, DOT, DASH, 8'b0 };
            8'b01?11001: out = { DASH, DOT, {2{DASH}}, 6'b0 };
            8'b01?11010: out = { {2{DASH}}, {2{DOT}}, 8'b0 };
            default : out = 0;
        endcase
    end
endmodule
==> /design/flow/run.sh <==
#!/bin/bash
# OpenROAD 26Q1-2900-gdf79404cd8, Yosys 0.63+post, stock flow scripts
make -C /OpenROAD-flow-scripts/flow DESIGN_CONFIG=/design/flow/config.mk WORK_HOME=/design/flow/orfs finish
==> /design/flow/config.mk <==
export PLATFORM = sky130hd
export DESIGN_NAME = main
export DESIGN_NICKNAME = main
export VERILOG_FILES = /design/flow/design.v
export SDC_FILE = /design/flow/constraint.sdc
export NUM_CORES = 4
export LEC_CHECK = 1
export CORE_UTILIZATION = 50
==> /design/flow/constraint.sdc <==
current_design main

set clk_period 12.4
set clk_io_pct 0.2

create_clock -name clk0 -period $clk_period [get_ports {clk}]

set non_clock_inputs [all_inputs -no_clocks]
set_input_delay [expr $clk_period * $clk_io_pct] -clock clk0 $non_clock_inputs
set_output_delay [expr $clk_period * $clk_io_pct] -clock clk0 [all_outputs]
==> impl_metrics.py <==
# Metrics from the implementation run
metrics = {
    "status": {
        "run_status": "finished clean",
    },
    "hold_path": {
        "holdCritPathClass": "reg2reg",
        "whs_path_depth": 1,
        "hp-start": "uart_rx.baud_gen.counter[12]",
        "hold-path-endpoint": "uart_rx.baud_gen.counter[12]",
    },
    "worst_setup_path": {
        "ff2ff_path_depth": 9,
        "worstReg2RegEnd": "morse_buffer.memory[9][8]",
        "critical_path.cell_chain": "buf_4 > mux4_1 > mux4_2 > or3_1 > a2111oi_2 > nand4_2 > nand2_2 > buf_4 > nor2_1",
        "critical_path_fanouts_max": 38,
        "worst_ep_arrival_time_ns": 5.85,
        "slowest_stage": "sky130_fd_sc_hd__buf_4",
        "timing_worst_setup_path_type": "reg2reg",
        "timing.critical_path.to_type": "flip-flop",
        "cp_data_required_time_ns": 12.62,
        "crit_path_max_incr_delay_ns": 0.65,
        "worst_path_most_repeated_cell": "sky130_fd_sc_hd__buf_4",
        "rrSetupSlack_ns": 6.77,
        "worstSetupStartpointType": "flip-flop",
    },
    "synth": {
        "yosys_cells": 1356,
        "netlist.area_leader.share_pct": 42.8,
        "syn_avg_cell_area_um2": 14.2,
        "ys_async_sr_fraction_pct": 22.9,
        "post_synth_inst_count": 1356,
        "synth-main-ff-cell": "sky130_fd_sc_hd__edfxtp_1",
        "yosys_warn_count": 9,
        "synth.top_cells.by_area": "sky130_fd_sc_hd__edfxtp_1, sky130_fd_sc_hd__mux4_2, sky130_fd_sc_hd__dfrtp_1",
        "netlist-cell-type-count": 75,
        "chip_area_yosys_mm2": 0.0192,
        "synth-seq-cells": 375,
        "yosysSeqAreaShare_pct": 55.6,
        "synthDominantAreaCellType": "sky130_fd_sc_hd__edfxtp_1",
        "syn_area_mm2": 0.0192,
        "synth-edff-count": 274,
    },
    "detailed_routing": {
        "drcViolationCount": 0,
        "final_antenna_net_count": 0,
        "detail_route.wirelength_um": 48800,
        "drt-pass1-iter-count": 5,
        "detail_route.vias_per_cell": 6.38,
        "route.vias.total": 11900,
        "drtIter0Drc": 728,
        "diodes_inserted": 0,
        "detail_route.wl_per_cell_um": 26.1,
    },
    "final_timing": {
        "grt_setup_unrepaired": "no",
        "worst-slew-pin-transition_ns": 0.910,
        "timing.fmax_mhz": 178,
        "fin_skew_ns": 0.0223,
        "finalSetupViolations": 0,
        "timing.max_slew.rel_slack_pct": 39.4,
        "unconstrained_endpoints": 53,
        "fin_setup_tns_ns": 0,
        "unclocked_pins": 49,
        "period_minus_slack_ns": 5.63,
        "layout_worst_path_cycle_share_pct": 45.4,
        "timing_max_transition_violations_final": 0,
        "final-hold-violation-count": 0,
    },
    "placement": {
        "hpwl_um": 30700,
        "routability_congestion": 0.933,
        "buffer_ports.inserted": 5,
    },
    "global_routing": {
        "grt_max_degree": 57,
        "antenna_found_initial": 0,
        "first_global_vias": 12400,
        "global_route.overflow_total": 0,
        "grt_first_pass_wirelength_um": 74700,
        "grtUsageTotal_pct": 28.6,
    },
    "clock_tree": {
        "clk_slew_on_worst_s_h_paths_ns": 0.06,
        "post_cts_resized": 0,
        "cts_post_setup_buffers_inserted": 0,
        "htree_levels": 2,
        "number_of_clock_buffers_inserted_by_tritoncts": 37,
        "worst_skew_pair.late_latency_ns": 0.54,
        "clock_tree_from_tritoncts": "built",
        "cts_max_path_buffers": 3,
        "clock_tree.root_cell": "sky130_fd_sc_hd__clkbuf_16",
        "cts_hold_buffers": 0,
    },
    "power": {
        "static-leakage-power_nw": 7.30,
        "vdd_drop_max_uv": 174,
        "power_dens_cells_mw_per_mm2": 154,
        "overall_power_w": 0.00321,
    },
    "layout": {
        "post_synthesis_to_final_layout_area_growth_pct": 8.81,
        "ratio_of_cells_with_drive_above_1_in_the_final_layout_pct": 23.7,
    },
    "die": {
        "floorplan.initialDensity_pct": 50.9,
        "core_area_mm2": 0.0378,
        "chipWidth_um": 198,
        "row_count": 71,
        "floorplan.die_area_mm2": 0.0392,
        "ioPinCount": 9,
        "die_y_um": 198,
    },
    "flow_run": {
        "maxCapViolations": 0,
        "number_of_logged_tool_warnings": 31,
    },
}
[cell type report]
type,instances,area (um2)
Fill cell,2981,16900
Sequential cell,375,10700
Multi-Input combinational cell,838,7980
Clock buffer,50,1020
Tap cell,511,639
Timing Repair Buffer,52,400
Inverter,24,90.1
Clock inverter,16,70.1
[critical path, delay by kind of cell, from the launching register on]
family,cells,cell delay (ns)
AND-OR/OR-AND,1,0.57
buffers and inverters,2,1.18
flip-flops,1,0.60
multiplexers,2,1.17
AND/OR/NAND/NOR,4,1.72
[state kept, by name (all words and copies together) (netlist names), named ones only]
register                               flops
morse_blinker.blink_data                  19
morse_blinker.blinker_clk_gen.counter     22
morse_blinker.blinker_clk_gen.o_clk        1
morse_blinker.ready                        1
morse_buffer.buff_warn                     1
morse_buffer.memory                      272
morse_buffer.r_addr                        4
morse_buffer.w_addr                        4
uart_rx.baud_gen.counter                  13
uart_rx.baud_gen.o_clk                     1
uart_rx.bit_counter                        4
uart_rx.continue_rx                        1
uart_rx.internal_clk_gen.counter           7
uart_rx.internal_clk_gen.o_clk             1
uart_rx.o_data                             8
uart_rx.prev                               1
uart_rx.rx_steady_val                      1
uart_rx.s_data                             8
uart_rx.steady                             2
[logic make-up (layout without fill, tap and decap cells)]
group / after synthesis / after routing / share of synthesized area (%)
fa+ha+maj: 9 / 9 / 0.586
mux: 193 / 193 / 20.8
compound gates: 132 / 132 / 4.83
xor+xnor: 64 / 64 / 2.92
simple gates: 440 / 440 / 12.0
flops: 375 / 375 / 55.6
buf+inv: 143 / 142 / 3.34
[worst max-delay path by stage]
stage	depth (start not counted)	end	from
finish	9	morse_buffer.memory[9][8]	flip-flop
global route	9	morse_buffer.memory[9][5]	flip-flop
CTS	9	morse_buffer.memory[12][5]	flip-flop
[through the flow]
stage | cells | setup slack [ns] | area (um2) | utilization (%) | hold WS (ns)
2_1_floorplan | 1356 | 7.34 | 19200 | - | 0.446
3_3_place_gp | 1800 | 6.79 | 19800 | 52.5 | 0.470
3_5_place_dp | 1800 | 6.77 | 19800 | 52.5 | 0.465
4_1_cts | 1866 | 6.78 | 20900 | 55.4 | 0.475
5_1_grt | 1866 | 6.48 | 20900 | 55.4 | 0.508
6_report | 1866 | 6.77 | 20900 | 55.4 | 0.471
[power breakdown]
part | switching, W | internal (W) | leakage (nW)
Sequential | 0.0000860 | 0.00131 | 4.14
Combinational | 0.000489 | 0.000332 | 2.62
Clock | 0.000418 | 0.000573 | 0.531
[layout by cell type (no fill, tap or decap), types with 12 or more instances in the layout]
master                      count
sky130_fd_sc_hd__a21oi_1       23
sky130_fd_sc_hd__and3_1        12
sky130_fd_sc_hd__buf_4         48
sky130_fd_sc_hd__clkbuf_16     39
sky130_fd_sc_hd__dfrtp_1       85
sky130_fd_sc_hd__edfxtp_1     274
sky130_fd_sc_hd__inv_1         24
sky130_fd_sc_hd__mux2_2        32
sky130_fd_sc_hd__mux4_2       148
sky130_fd_sc_hd__nand2_1       50
sky130_fd_sc_hd__nand2b_1      14
sky130_fd_sc_hd__nand3_1       29
sky130_fd_sc_hd__nor2_1       113
sky130_fd_sc_hd__nor2b_1       23
sky130_fd_sc_hd__nor3_1        93
sky130_fd_sc_hd__nor4_1        30
sky130_fd_sc_hd__o21ai_0       22
sky130_fd_sc_hd__xnor2_1       39
sky130_fd_sc_hd__xor2_1        25
[synthesized netlist by cell type, types with 4 or more instances]
cell,count
sky130_fd_sc_hd__a21oi_1,23
sky130_fd_sc_hd__dfrtp_1,85
sky130_fd_sc_hd__a22oi_1,11
sky130_fd_sc_hd__a31oi_1,5
sky130_fd_sc_hd__o22ai_1,4
sky130_fd_sc_hd__buf_6,4
sky130_fd_sc_hd__nor4_1,30
sky130_fd_sc_hd__a22o_1,11
sky130_fd_sc_hd__xor2_1,25
sky130_fd_sc_hd__xnor2_1,39
sky130_fd_sc_hd__o31ai_1,8
sky130_fd_sc_hd__nor4b_1,5
sky130_fd_sc_hd__nor3b_1,7
sky130_fd_sc_hd__buf_4,10
sky130_fd_sc_hd__mux4_2,148
sky130_fd_sc_hd__buf_2,30
sky130_fd_sc_hd__o21ai_0,31
sky130_fd_sc_hd__clkbuf_1,54
sky130_fd_sc_hd__and3_1,12
sky130_fd_sc_hd__nand2b_1,14
sky130_fd_sc_hd__inv_1,24
sky130_fd_sc_hd__nor2_1,114
sky130_fd_sc_hd__nand2_1,51
sky130_fd_sc_hd__or3_1,4
sky130_fd_sc_hd__ha_1,9
sky130_fd_sc_hd__and2_1,9
sky130_fd_sc_hd__nand3b_1,4
sky130_fd_sc_hd__a32oi_1,4
sky130_fd_sc_hd__buf_1,21
sky130_fd_sc_hd__mux2_2,32
sky130_fd_sc_hd__nand3_1,30
sky130_fd_sc_hd__dfxtp_1,15
sky130_fd_sc_hd__nor2b_1,23
sky130_fd_sc_hd__edfxtp_1,274
sky130_fd_sc_hd__mux4_1,10
sky130_fd_sc_hd__nand4_1,5
sky130_fd_sc_hd__or2_2,10
sky130_fd_sc_hd__nor3_1,98
[metal layers]
metal / wire, um / track usage (%)
met1: 18300 / 41.4
met2: 22600 / 40.8
met3: 6890 / 17.6
met4: 981 / 4.57
met5: 0 / 1.15
Power is estimated from default activity; no workload was simulated.
